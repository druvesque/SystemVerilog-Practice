### flow/design.v
module ones_counter(
                    input clk,
                    input reset,
                    input data,
                    output reg [3:0] count
                   );
    always @(posedge clk)
    begin
        if (!reset)
            count <= 0;
        else if (count == 15)
            count <= 4'b0;
        else if (data == 1)
            count <= count + 4'b1;
    end
endmodule
### flow/run.sh
#!/bin/bash
# OpenROAD 26Q1-2900-gdf79404cd8, Yosys 0.63+post, stock flow scripts
make -C /OpenROAD-flow-scripts/flow DESIGN_CONFIG=/design/flow/config.mk WORK_HOME=/design/flow/orfs finish
### flow/config.mk
export PLATFORM = sky130hd
export DESIGN_NAME = ones_counter
export DESIGN_NICKNAME = ones_counter
export VERILOG_FILES = /design/flow/design.v
export SDC_FILE = /design/flow/constraint.sdc
export NUM_CORES = 4
export LEC_CHECK = 1
export CORE_AREA = 10 10 70 70
export DIE_AREA = 0 0 80 80
### flow/constraint.sdc
current_design ones_counter

set clk_period 1.1
set clk_io_pct 0.2

create_clock -name clk0 -period $clk_period [get_ports {clk}]

set non_clock_inputs [all_inputs -no_clocks]
set_input_delay [expr $clk_period * $clk_io_pct] -clock clk0 $non_clock_inputs
set_output_delay [expr $clk_period * $clk_io_pct] -clock clk0 [all_outputs]
==> out/qor.yml <==
powerDensity_nw_per_um2: 1200
place_congestion: 0.618
combinationalPowerShare_pct: 14.1
fin_crit_ns: 1.08
place_area_um2: 295
mux_share_pct: 6.15
core_um2: 3420
crit_chain: "buf_4 -> ha_1 -> nand2_1 -> xor2_1 -> nor2_1"
largest_reg_flops: 4
grt_max_degree: 5
power.share.switching_pct: 22.1
top_regs: "count x4"
clock.fmax_mhz: 925
num_rows: 21
dr.pass1.iters: 1
grt_pass1_wl_um: 952
cts_root_buf: "clkbuf_4"
die_w_um: 80
switchingPower_mw: 0.0885
routed_via_density: 2.26
synthCells: 17
wl_um: 561
synth_area_per_cell_um2: 9.57
ant_nets: 0
antenna_found_initial: 0
ios: 7
critPathArrivalTime_ns: 1.21
holdWs_ns: 0.600
die_area_um2: 6400
setup_viol: 0
critPathMaxFanout: 3
simple_gate_share_pct: 20.8
drive_gt1_share_pct: 36.7
regMostFlops: "count"
maxCapViolations: 0
cts_max_level: 1
cts.sinks: 4
peakVddDrop_v: 0.000610
portBuffers: 6
p_int_mw: 0.311
timing.final.crit_share_pct: 98.2
warning_count: 25
final_util_pct: 9.78
maxSlewViolCount: 0
final_hold_viol_count: 0
drc_errors: 0
p_seq_share_pct: 39.9
ys_sh_xor_pct: 16.2
yosys_cells: 17
power_leakage_nw: 0.145
grt_pass1_vias: 216
tightest_slew_ns: 0.190
overflow: 0
final_layout_top_logic_cells: "nor2_1, dlygate4sd2_1, buf_4"
cp_top_family: "flip-flops"
slowest_delay_ns: 0.31
drtIter0Drc: 0
initCoreUtil_pct: 4.76
ys_sh_aoi_pct: 0
pwr-share-clk_pct: 46.0
numCtsBuffers: 3
grt_usage_pct: 1.97
slowest_stage: "dfxtp_2"
antenna_cells: 0
die_h_um: 80
syn_to_final_growth_pct: 105
outcome: "complete, no violations"
rsz0062_at_grt: "false"
critPathRequiredTime_ns: 1.23
hold_path_class: "in -> reg"
clkLatencyLatePin_ns: 0.24
crit_path_end_kind: "flip-flop"
worst_clock_skew_ns: 0.00141
netlist_logic_family_top: "simple AND/OR/NAND/NOR gates"
ys_area_um2: 163
crit_type: "reg -> reg"
critPathBufInv: 1
dp_slack_ns: -0.131
ys_sh_adder_pct: 7.69
design_area_um2: 334
ctsHoldBuffers: 0
clkTransAtPathRegs_ns: 0.04
yosysWarnings: 1
synth_cell_types: 9
clock_path_buffers: 2
slew_headroom_pct: 87.3
postSynthSeqShare_pct: 49.2
wl_per_cell_um: 7.38
cts_tree: "built"
syn_area_um2: 163
numSynthFlops: 4
setup_slack_ns: 0.0193
vias: 172
critPathLaunchType: "flip-flop"
cell type report:
type	instances	area (um^2)
multi-input cells	13	85.1
repair buffers	10	85.1
fillers	406	3080
well taps	46	57.6
flip-flops and latches	4	83.8
clock buffers	3	22.5
path summary, 6_finish.rpt:
| check | startpoint | to | slack, ns | cells past startpoint |
|---|---|---|---|---|
| max reg2reg | count[0]$_SDFFE_PP0P_ | count[2]$_SDFFE_PP0P_ | 0.02 | 5 |
| min reg2reg | count[3]$_SDFFE_PP0P_ | count[3]$_SDFFE_PP0P_ | 0.60 | 3 |
| max | count[0]$_SDFFE_PP0P_ | count[2]$_SDFFE_PP0P_ | 0.02 | 5 |
| min | reset | count[0]$_SDFFE_PP0P_ | 0.60 | 3 |
cells in the mapped netlist:
library cell  instances  area [um^2]
nor2_1                4         15.0
nand2_1               2         7.51
xor2_1                2         17.5
mux2i_1               1         10.0
xnor2_1               1         8.76
dfxtp_1               4         80.1
nand4_1               1         6.26
ha_1                  1         12.5
nand3_1               1         5.00
what timing repair did:
item	CTS	global route
pin swaps	0	0
setup buffers	2	0
setup endpoints to repair	4	4
hold endpoints to repair	0	0
gates resized	7	1
logic make-up after synthesis:
family	after synthesis
mux	1
fa+ha+maj	1
xor+xnor	3
flops	4
simple gates	8
per-layer routing:
| metal | vias to the layer above | share of wire (%) | global-route usage (%) |
|---|---|---|---|
| li1 | 84 | - | - |
| met1 | 75 | 57 | 2.59 |
| met2 | 10 | 30 | 2.17 |
| met3 | 3 | 12 | 1.82 |
| met4 | 0 | 1.4 | 0.528 |
| met5 | - | 0 | 0 |
power groups by stage:
| stage | combinational, mW | sequential [mW] | clock, mW |
|---|---|---|---|
| 6_report | 0.0564 | 0.159 | 0.184 |
| 5_1_grt | 0.0636 | 0.161 | 0.210 |
| 4_1_cts | 0.0571 | 0.159 | 0.186 |
stage by stage:
stage	TNS [ns]	std cells	total power, mW
after floorplan	0	17	0.179
after global placement	-0.137	71	0.206
after detailed placement	-0.302	71	0.211
after CTS	0	76	0.402
after global routing	0	76	0.434
final	0	76	0.400
worst min-delay path: cells and delay by family:
kind	cells	cell delay (ns)
buffers and inverters	1	0.42
and+or+nand+nor	2	0.15
Power figures rest on the tool's default switching activity, not on a simulated workload.
